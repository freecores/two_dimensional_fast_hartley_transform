`flow/run.sh`:
```
#!/bin/bash
# OpenROAD 26Q1-2900-gdf79404cd8, Yosys 0.63+post, stock flow scripts
make -C /OpenROAD-flow-scripts/flow DESIGN_CONFIG=/design/flow/config.mk WORK_HOME=/design/flow/orfs finish
```
`flow/config.mk`:
```
export PLATFORM = sky130hd
export DESIGN_NAME = signed_mult_const_asic
export DESIGN_NICKNAME = signed_mult_const_asic
export VERILOG_FILES = /design/flow/design.v
export SDC_FILE = /design/flow/constraint.sdc
export NUM_CORES = 4
export LEC_CHECK = 1
export CORE_AREA = 10 10 96 96
export DIE_AREA = 0 0 106 106
```
`flow/constraint.sdc`:
```
current_design signed_mult_const_asic

set clk_period 7.7
set clk_io_pct 0.2

create_clock -name clk0 -period $clk_period [get_ports {clk}]

set non_clock_inputs [all_inputs -no_clocks]
set_input_delay [expr $clk_period * $clk_io_pct] -clock clk0 $non_clock_inputs
set_output_delay [expr $clk_period * $clk_io_pct] -clock clk0 [all_outputs]
```
`flow/design.v`:
```
module signed_mult_const_asic (
	rstn,
	clk,
	valid,
	a,
	p
);
parameter		N = 8;
input			rstn;
input			clk;
input			valid;
input  [N-1:0] a;  
output [N  :0] p;  
parameter mult_constant = 9'd362;
reg [N-1:0] a_FF;
always @(posedge clk)
if		(!rstn) a_FF <= #1 0;
else if (valid)	a_FF <= #1 a;
wire [N-1:0] b;
assign b = a_FF[N-1] ? {~a_FF[N-1:0] + {{N-1{1'b0}},1'b1} } : a_FF[N-1:0];
wire [N+7:0] mult_wo_sign;  
assign mult_wo_sign = b[N-2:0]*mult_constant;
wire [N-1:0] div256;  
assign div256 = mult_wo_sign >> 8;
assign p = a_FF[N-1] ? 
					{1'b1,{~div256[N-1:0] + {{N-1{1'b0}},1'b1}} } : 
					{1'b0,  div256[N-1:0]}
					;
endmodule
```
==> results.py <==
# Auto-generated metrics
metrics = {
    "finish": {
        "flow.area_growth_from_synthesis_pct": 23.0,
        "largest_registers": "a_FF (8)",
        "layout.core_utilization_pct": 27.0,
        "layout-drive-gt1-share_pct": 7.73,
        "stdcell_count": 293,
        "register_bank_with_the_most_flops": "a_FF",
        "largest_register_ffs": 8,
        "post-route-cell-area_sq_um": 1950,
    },
    "run": {
        "max_cap_viol_count": 0,
        "tool_warnings": 25,
    },
    "sta": {
        "achievable-frequency_ghz": 0.136,
        "period_minus_slack_ns": 7.34,
        "clock-skew-final_ns": 0,
        "postLayoutSetupSlackWorst_ns": 0.362,
        "tightestPinTransition_ns": 0.473,
        "layout_worst_path_cycle_share_pct": 95.3,
        "finalSetupTns_ns": 0,
        "slew_violations": 0,
        "timing_hold_violations_final": 0,
        "timing.slew.headroom_pct": 68.4,
        "rsz_0062_raised_after_global_routing": "false",
        "final-setup-viol-count": 0,
    },
    "grt": {
        "antenna_found_initial": 0,
        "grt_use_total_pct": 4.91,
        "gr-total-overflow": 0,
        "grt_max_degree": 14,
        "grt_first_pass_wirelength_um": 4850,
        "first_global_vias": 1111,
    },
    "cts": {
        "htree_levels": 1,
        "cts_buffers": 3,
        "cts.hold.buffers_added": 0,
        "tritoncts": "done",
        "number_of_clock_sinks_seen_by_cts": 8,
        "root_buffer": "sky130_fd_sc_hd__clkbuf_8",
        "cts.clk_slew.worst_paths_ns": 0.04,
        "cts_max_path_buffers": 2,
        "insertion_delay_ns": 0.22,
    },
    "critical_path": {
        "terminus_of_the_critical_flop_to_flop_path": "a_FF[7]$_SDFFE_PN0P_",
        "setup.worst_path.end_class": "primary output",
        "worst_path_largest_cell_delay_ns": 0.55,
        "cp_cell_sequence": "inv_1 > ha_1 > or2b_1 > o21ai_0 > xnor2_1 > ha_2 > inv_1 > fa_1 > inv_1 > fa_1 > fa_1 > ha_1 > a21o_1 > a31oi_2 > o21ai_4 > a41o_4 > o31a_1 > a21oi_1 > xor2_1 > xnor2_1 > clkdlybuf4s50_1",
        "timing.setup.critical_path_class": "flop to primary output",
        "worstPathBufferInverterCount": 4,
        "crit_path_top_delay_cell": "sky130_fd_sc_hd__fa_1",
        "cp-start-kind": "flop",
        "timing.reg2reg.setup_slack_ns": 6.78,
        "critical_path.max_fanout": 7,
        "cp_data_arrival_time_ns": 5.80,
        "critical_path.top_delay_family": "adder cells",
        "cp_data_required_time_ns": 6.16,
        "reg2reg_from": "a_FF[7]$_SDFFE_PN0P_",
        "worst_r2r_path_depth": 2,
    },
    "placed_design": {
        "buffers_on_ports": 19,
        "final_replace_weighted_congestion": 0.854,
        "worst_slack_placed_ns": 0.473,
        "cell_area_reported_after_detailed_placement_sq_um": 1880,
        "number_of_cells_in_the_design_after_placement": 289,
        "detailedPlacementHpwl_um": 2510,
    },
    "route": {
        "post_drt_antenna_nets": 0,
        "route.detailed.vias_per_inst": 4.03,
        "route.detailed.wl_per_inst_um": 9.74,
        "drc": 0,
        "first_pass_iters": 4,
        "antenna-diode-count": 0,
        "total_via_count_in_the_routed_design": 1182,
        "drt-initial-drc-count": 31,
        "detail_route.wirelength_um": 2850,
    },
    "hold_path": {
        "worstHoldStart": "a_FF[6]$_SDFFE_PN0P_",
        "worst_hold_path.endpoint": "a_FF[6]$_SDFFE_PN0P_",
        "min_path_cells": 2,
        "min_path_type": "flop to flop",
    },
    "synthesis": {
        "syn_avg_cell_area_sq_um": 9.05,
        "total_of_flip_flops_plus_latches_after_synthesis": 8,
        "netlist.top_cell.by_instances": "sky130_fd_sc_hd__ha_1",
        "syn_area_sq_um": 1580,
        "ys_cells": 175,
        "synth-area-yosys_sq_um": 1580,
        "ys_warn_count": 1,
        "synth.top_cells.by_count": "sky130_fd_sc_hd__ha_1 (35), sky130_fd_sc_hd__inv_1 (27), sky130_fd_sc_hd__xnor2_1 (12)",
        "dominantRegCellSynth": "sky130_fd_sc_hd__dfxtp_1",
        "top_cell_area_share_pct": 27.6,
        "top_area_cell": "sky130_fd_sc_hd__ha_1",
        "area_contributors_post_synth": "sky130_fd_sc_hd__ha_1 (28%), sky130_fd_sc_hd__fa_1 (13%), sky130_fd_sc_hd__dfxtp_1 (10%), sky130_fd_sc_hd__xnor2_1 (6.6%), sky130_fd_sc_hd__inv_1 (6.4%)",
        "post_synth_inst_count": 175,
        "synth_cell_types": 40,
        "enable_flop_cells": 0,
        "seq_area_frac_synth_pct": 10.1,
        "asyncSetResetFlopFracSynth_pct": 0,
    },
    "floorplan": {
        "top_level_i_o_count": 20,
        "die-area_sq_um": 11200,
        "placement_rows": 31,
        "floorplanUtilization_pct": 22.0,
        "core_region_area_sq_um": 7210,
        "die.size.x_um": 106,
        "die.size.y_um": 106,
    },
    "status": {
        "outcome": "finished clean",
    },
    "power": {
        "worst_ir_drop_vdd_mv": 0.0855,
        "power_density_nw_per_um2": 219,
        "power.static_leakage_nw": 0.954,
    },
}
-- metrics by stage --
stage | hold slack [ns] | total power, mW
after floorplan | 0.505 | 0.270
after global placement | 0.527 | 0.376
after detailed placement | 0.542 | 0.376
after CTS | 0.546 | 0.429
after global routing | 0.583 | 0.485
final | 0.541 | 0.427
-- cell type report --
type                            instances  area, sq um
Inverter                               27          101
Timing Repair Buffer                   21          205
Tap cell                               99          124
Clock buffer                            3         41.3
Multi-Input combinational cell        135         1320
Fill cell                             779         5270
Sequential cell                         8          160
-- where the power goes --
group	leakage [nW]	internal (mW)	switching [mW]
logic	0.866	0.173	0.158
clock network	0.0216	0.0337	0.0145
registers	0.0661	0.0442	0.00341
total	0.954	0.250	0.176
-- how the worst max path moves through the flow --
stage	from	to	slack, ns	cells after the start
4_1_cts	a_FF[1]$_SDFFE_PN0P_	p[7]	0.22	21
5_1_grt	a_FF[7]$_SDFFE_PN0P_	p[7]	0.04	19
6_report	a_FF[1]$_SDFFE_PN0P_	p[7]	0.36	21
-- kinds of logic (layout without fill, tap and decap cells) --
family          count (synthesis)  after routing  synth area share, %
compound gates                 26             26                 13.5
xor+xnor                       19             19                 11.0
fa+ha+maj                      45             45                 40.3
buf+inv                        32             51                 7.82
flops                           8              8                 10.1
mux                             8              8                 5.06
simple gates                   37             37                 12.2
-- repair_timing --
action / in CTS / in global routing
setup buffers: 0 / 1
setup endpoints to repair: 0 / 3
gates resized: 0 / 3
-- worst reg2reg max path, cell delays in order, from the launching register on --
cell and delay [ns]:
sky130_fd_sc_hd__dfxtp_1 0.60, sky130_fd_sc_hd__mux2i_1 0.13, sky130_fd_sc_hd__nor2b_1 0.12
-- layout by cell type (no fill, tap or decap), types with 5 or more instances in the layout --
cell	netlist	routed
sky130_fd_sc_hd__xnor2_1	12	11
sky130_fd_sc_hd__mux2i_1	8	8
sky130_fd_sc_hd__nand2_1	9	9
sky130_fd_sc_hd__dfxtp_1	8	8
sky130_fd_sc_hd__a21oi_1	5	5
sky130_fd_sc_hd__clkdlybuf4s50_1	0	19
sky130_fd_sc_hd__fa_1	10	10
sky130_fd_sc_hd__xor2_1	6	6
sky130_fd_sc_hd__inv_1	27	27
sky130_fd_sc_hd__ha_1	35	34
sky130_fd_sc_hd__nor2_1	8	8
sky130_fd_sc_hd__nor2b_1	8	8
-- per-layer routing --
metal  up-vias  GRT usage [%]  part of all wire, %
met4         0          0.580                 0.35
met2        21           6.63                   37
met5         -              0                    0
met3         2           1.16                  5.8
met1       522           7.84                   57
li1        637              -                    -
Power figures rest on the tool's default switching activity, not on a simulated workload.
