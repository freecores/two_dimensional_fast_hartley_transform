**design/flow/design.v**
```verilog
module signed_mult_const_fpga (
	rstn,
	clk,
	valid,
	a,
	p
);
parameter		N = 8;
input			rstn;
input			clk;
input			valid;
input  signed [N-1:0] a;  
output signed [N  :0] p;  
parameter mult_constant = {1'b0, 17'd92681};
reg signed [N-1:0] a_FF;
always @(posedge clk)
if		(!rstn) a_FF <= #1 0;
else if (valid)	a_FF <= #1 a;
wire signed [(16+1)+N-1:0] p_tmp = $signed(a_FF) * $signed(mult_constant);
assign p = p_tmp >> 16;
endmodule
```
**design/flow/config.mk**
```make
export PLATFORM = sky130hd
export DESIGN_NAME = signed_mult_const_fpga
export DESIGN_NICKNAME = signed_mult_const_fpga
export VERILOG_FILES = /design/flow/design.v
export SDC_FILE = /design/flow/constraint.sdc
export NUM_CORES = 4
export LEC_CHECK = 1
export CORE_UTILIZATION = 30
```
**design/flow/constraint.sdc**
```tcl
current_design signed_mult_const_fpga

set clk_period 9.3
set clk_io_pct 0.2

create_clock -name clk0 -period $clk_period [get_ports {clk}]

set non_clock_inputs [all_inputs -no_clocks]
set_input_delay [expr $clk_period * $clk_io_pct] -clock clk0 $non_clock_inputs
set_output_delay [expr $clk_period * $clk_io_pct] -clock clk0 [all_outputs]
```
**design/flow/run.sh**
```bash
#!/bin/bash
# OpenROAD 26Q1-2900-gdf79404cd8, Yosys 0.63+post, stock flow scripts
make -C /OpenROAD-flow-scripts/flow DESIGN_CONFIG=/design/flow/config.mk WORK_HOME=/design/flow/orfs finish
```
==> flow_summary_export.csv <==
group,metric,value,unit
timing,worst_slack,2.33,ns
setup_path,path_max_fanout,17,
power,seq_power_share,17.5,%
floorplan,rows,29,
synthesis,ys_seq_share,7.85,%
cts,cts_root_buffer,"clkbuf_8",
setup_path,critPathKind,"reg -> out",
floorplan,die_w,84.5,um
place,place_area,2320,um2
finish,layout-drive-gt1-share,4.60,%
floorplan,initCoreUtil,31.6,%
setup_path,end_kind,"output port",
synthesis,aoi_share,16.6,%
routing,routed_wl,3980,um
finish,finalNonFillerCells,316,
timing,tightest_slew,0.664,ns
finish,final_area,2360,um2
synthesis,ys.flop_type,"dfxtp_1",
floorplan,ios,20,
global_routing,grt_pass1_wl,7420,um
power,pwr-share-comb,66.3,%
run,openroad.warnings,28,
place,hpwlAfterDp,3510,um
synthesis,yosys-stat-cells,219,
cts,clock_latency,0.22,ns
timing,fin_crit,6.97,ns
cts,cts_buffers,3,
cts,cts_resized,0,
synthesis,edf_count,0,
routing,final_antenna_net_count,0,
hold_path,holdCritPathClass,"reg -> reg",
timing,finalSetupViolCount,0,
timing,max_freq,143,MHz
synthesis,yosys-mux-area-fraction,4.42,%
place,routabilityCongestion,0.820,
synthesis,yosys.cell_types.count,38,
timing,rsz0062_at_grt,"false",
global_routing,grt-ovfl-total,0,
routing,drc_errors,0,
synthesis,synth-area-yosys,2040,um2
place,place_ws,2.57,ns
power,p_sw,98.9,uW
synthesis,netlist_instances,219,
synthesis,netlist_area,2040,um2
cts,hold_buffers,0,
run,max-cap-violations,0,
synthesis,synth_warnings,1,
place,dp_cells,313,
power,finalPower,244,uW
synthesis,yosysTopAreaCell,"ha_1",
floorplan,dieArea,7130,um2
finish,syn2layout_area_growth,15.7,%
timing,fin_skew,0,ns
synthesis,area_leaders,"ha_1 (34%), fa_1 (17%), dfxtp_1 (7.9%), inv_1 (6.6%), mux2i_1 (4.4%)",
routing,vias,1558,
timing,slew_headroom,55.7,%
cts,cts.clk_slew.worst_paths,0.04,ns
synthesis,synthSimpleGateAreaFrac,9.26,%
synthesis,synthTopLogicFamily,"adder cells",
power,p_per_area,103,nW/um2
routing,dr.pass1.iters,21,
setup_path,cp-start-kind,"flop",
cts,cts.path.max_buffers,2,
synthesis,avgSynthCellArea,9.31,um2
setup_path,critPathRequiredTime,7.44,ns
finish,top_register,"a_FF",
setup_path,arrival,5.11,ns
global_routing,grt_max_degree,18,
global_routing,antenna_found_initial,0,
routing,routed_via_density,4.93,
place,io_buffers,19,
synthesis,top_area_share,34.4,%
run_status,status,"complete, no violations",
cts,cts.sinks,8,
floorplan,core,6460,um2
synthesis,top_cells_by_count,"ha_1 (56), inv_1 (36), fa_1 (17)",
power,ir_drop,0.0000895,V
timing,finalSetupTns,0,ns
cts,cts_tree,"done",
synthesis,adder_share,51.0,%
routing,diodes,0,
routing,drt_iter0_markers,64,
power,p_sw_share,40.6,%
global_routing,grt_pass1_vias,1646,
cts,post_cts.repair.setup_buffers,0,
cts,htreeDepth,1,
global_routing,grtUsageTotal,12.7,%
finish,reg_top3,"a_FF: 8 flops",
floorplan,chipHeight,84.5,um
power,power.share.clock,16.2,%
power,internal_power,145,uW
timing,final_max_slew_viol_count,0,
synthesis,synth_flop_count,8,
finish,largest_reg_flops,8,
power,leakagePower,1.32,nW
synthesis,async_flop_share,0,%
synthesis,most_common_cell,"ha_1",
timing,fin_crit_sh,75.0,%
timing,hold_viol,0,
synthesis,synthXorXnorAreaFrac,3.87,%
routing,wl_per_cell,12.6,um
## power by group through the flow
stage     Clock [mW]  Combinational (mW)  Sequential (mW)
6_report      0.0395               0.162           0.0426
4_1_cts       0.0411               0.163           0.0428
5_1_grt       0.0434               0.188           0.0433
## critical path, stage by stage, from the launching register on
cell             delay [ns]
dfxtp_1                0.74
ha_1                   0.32
inv_1                  0.06
fa_1                   0.48
inv_1                  0.05
ha_1                   0.17
a21o_1                 0.17
fa_1                   0.49
inv_1                  0.05
fa_1                   0.52
inv_1                  0.04
ha_1                   0.36
nand4_1                0.20
nor2_1                 0.07
nand4_1                0.10
o211ai_2               0.11
o41ai_2                0.31
xnor2_1                0.16
clkdlybuf4s50_1        0.47
## logic make-up after synthesis
kind of cell               after synthesis
adders and majority gates               73
AOI/OAI and AO/OA                       45
buffers and inverters                   38
and+or+nand+nor                         37
xor gates and xnor gates                 9
muxes                                    9
DFF                                      8
## layout make-up
type | instances | area (um2)
clock buffer | 3 | 41.3
inverter | 36 | 135
timing repair buffer | 19 | 190
sequential | 8 | 160
fill | 648 | 4100
multi-input combinational | 173 | 1740
tap | 77 | 96.3
## final timing paths
path | from | endpoint | slack [ns] | cells after the start
worst max-delay path | a_FF[7]$_SDFFE_PN0P_ | p[5] | 2.33 | 18
worst min-delay path | a_FF[2]$_SDFFE_PN0P_ | a_FF[2]$_SDFFE_PN0P_ | 0.63 | 2
worst min register to register | a_FF[2]$_SDFFE_PN0P_ | a_FF[2]$_SDFFE_PN0P_ | 0.63 | 2
worst max register to register | a_FF[7]$_SDFFE_PN0P_ | a_FF[7]$_SDFFE_PN0P_ | 8.22 | 2
## per-layer routing
| layer | share of wire (%) | wire [um] | vias to the layer above | track usage (%) |
|---|---|---|---|---|
| li1 | - | - | 807 | - |
| met1 | 52 | 2070 | 719 | 19.2 |
| met2 | 44 | 1760 | 28 | 20.9 |
| met3 | 3.6 | 143 | 4 | 1.49 |
| met4 | 0.30 | 12 | 0 | 1.39 |
| met5 | 0 | 0 | - | 0 |
## cells in the final DEF (no fill, tap or decap), types with 3 or more instances in the layout
cell / n
a21o_1: 9
a21oi_1: 10
clkbuf_8: 3
clkdlybuf4s50_1: 19
dfxtp_1: 8
fa_1: 17
ha_1: 56
inv_1: 36
mux2i_1: 9
nand2_1: 5
nand3_1: 4
nand4_1: 4
nor2_1: 10
nor2b_1: 8
nor3_1: 3
o21ai_0: 3
o21ai_1: 4
xnor2_1: 7
## stage by stage
step	utilization [%]	hold slack [ns]
finish	36.5	0.626
global route	36.5	0.649
CTS	36.5	0.631
detailed placement	35.9	0.614
global placement	35.9	0.606
floorplan	-	0.548
Power figures rest on the tool's default switching activity, not on a simulated workload.
